==> /design/flow/config.mk <==
export PLATFORM = sky130hd
export DESIGN_NAME = pe_con
export DESIGN_NICKNAME = pe_con
export VERILOG_FILES = /design/flow/design.v
export SDC_FILE = /design/flow/constraint.sdc
export NUM_CORES = 4
export LEC_CHECK = 1
export CORE_UTILIZATION = 30
==> /design/flow/constraint.sdc <==
current_design pe_con

set clk_period 7.9
set clk_io_pct 0.2

create_clock -name clk0 -period $clk_period [get_ports {aclk}]

set non_clock_inputs [all_inputs -no_clocks]
set_input_delay [expr $clk_period * $clk_io_pct] -clock clk0 $non_clock_inputs
set_output_delay [expr $clk_period * $clk_io_pct] -clock clk0 [all_outputs]
==> /design/flow/design.v <==
`timescale 1ns / 1ps
module my_ma #(
parameter SIZE=8
    )(
    input [SIZE-1:0] A,
    input [SIZE-1:0] B,
    input [SIZE-1:0] C,
    output [SIZE-1:0] P,
    input resetn,
    input clk,
    input valid,
    output dvalid
    );
    reg[SIZE-1:0] result;
    reg temp=0;
    assign P=result;
    assign dvalid=temp;
    always @(posedge clk) begin
        if(!resetn)
           result<=0;
        else begin
           if (valid)begin
              result <= C + A*B;
              temp <= 1;
            end
            else begin
              result <= result ;
              temp <=0;
            end
        end
    end
endmodule
`timescale 1ns / 1ps
module my_pe_v1 #(
    parameter SIZE = 8,
    parameter L_RAM_SIZE=3
    )
(
    input aclk,
    input aresetn,
    input [SIZE-1:0] ain,
    input [SIZE-1:0] din,
    input [L_RAM_SIZE-1:0] addr,
    input we,
    input valid,
    output dvalid,
    output [SIZE-1:0] dout
    );
    reg [SIZE-1:0] bin;
    (*ram_style = "block" *) reg [SIZE-1:0] peram [0:2**L_RAM_SIZE-1];
    always @(posedge aclk)
        if(we)
            peram[addr] <= din;
        else
            bin <= peram[addr];
    reg [SIZE-1:0] dout_fb;
    always @(posedge aclk)
        if(!aresetn)
            dout_fb <= 'd0;
        else
            if(dvalid)
                dout_fb <= dout;
            else
                dout_fb <= dout_fb;
    my_ma MA (
        .A(ain),
        .B(bin),
        .C(dout_fb),
        .P(dout),
        .resetn(aresetn),
        .clk(aclk),
        .valid(valid),
        .dvalid(dvalid)
    );  
endmodule
`timescale 1ns / 1ps
module pe_con#(
       parameter SIZE=8,
       parameter VECTOR_SIZE = 16,  
	   parameter L_RAM_SIZE = 3 
    )
    (
        input start,
        output done,
        input aclk,
        input aresetn,
        output [L_RAM_SIZE:0] rdaddr,
	    input [SIZE-1:0] rddata,
	    output reg [SIZE-1:0] wrdata
);
    wire [SIZE-1:0] ain;
    wire [SIZE-1:0] din;
    wire [L_RAM_SIZE-1:0] addr;
    wire we_local;
    wire we_global;
    wire valid;
    wire dvalid;
    wire [SIZE-1:0] dout;
    wire [L_RAM_SIZE:0] rdaddr;
    reg [SIZE-1:0] gdout;
    (* ram_style = "block" *) reg [SIZE-1:0] globalmem [0:VECTOR_SIZE-1];
    always @(posedge aclk)
        if (we_global)
            globalmem[addr] <= rddata;
        else
            gdout <= globalmem[addr];
    reg [SIZE-1:0] counter;
    wire [SIZE-1:0] ld_val = (load_flag_en)? CNTLOAD1 :
                         (calc_flag_en)? CNTCALC1 : 
                         (done_flag_en)? CNTDONE  : 'd0;
    wire counter_ld = load_flag_en || calc_flag_en || done_flag_en;
    wire counter_en = load_flag || dvalid || done_flag;
    wire counter_reset = !aresetn || load_done || calc_done || done_done;
    always @(posedge aclk)
        if (counter_reset)
            counter <= 'd0;
        else
            if (counter_ld)
                counter <= ld_val;
            else if (counter_en)
                counter <= counter - 1;
    wire load_done;
    wire calc_done;
    wire done_done;
    reg [3:0] state, state_d;
    localparam S_IDLE = 4'd0;
    localparam S_LOAD = 4'd1;
    localparam S_CALC = 4'd2;
    localparam S_DONE = 4'd3;
    always @(posedge aclk)
        if (!aresetn)
            state <= S_IDLE;
        else
            case (state)
                S_IDLE:
                    state <= (start)? S_LOAD : S_IDLE;
                S_LOAD:  
                    state <= (load_done)? S_CALC : S_LOAD;
                S_CALC:  
                    state <= (calc_done)? S_DONE : S_CALC;
                S_DONE:
                    state <= (done_done)? S_IDLE : S_DONE;
                default:
                    state <= S_IDLE;
            endcase
    always @(posedge aclk)
        if (!aresetn)
            state_d <= S_IDLE;
        else
            state_d <= state;
    reg load_flag;
    wire load_flag_reset = !aresetn || load_done;
    wire load_flag_en = (state_d == S_IDLE) && (state == S_LOAD);
    localparam CNTLOAD1 = (4*VECTOR_SIZE) -1;
    always @(posedge aclk)
        if (load_flag_reset)
            load_flag <= 'd0;
        else
            if (load_flag_en)
                load_flag <= 'd1;
            else
                load_flag <= load_flag;
    reg calc_flag;
    wire calc_flag_reset = !aresetn || calc_done;
    wire calc_flag_en = (state_d == S_LOAD) && (state == S_CALC);
    localparam CNTCALC1 = (VECTOR_SIZE) - 1;
    always @(posedge aclk)
        if (calc_flag_reset)
            calc_flag <= 'd0;
        else
            if (calc_flag_en)
                calc_flag <= 'd1;
            else
                calc_flag <= calc_flag;
    reg done_flag;
    wire done_flag_reset = !aresetn || done_done;
    wire done_flag_en = (state_d == S_CALC) && (state == S_DONE);
    localparam CNTDONE = 5;
    always @(posedge aclk)
        if (done_flag_reset)
            done_flag <= 'd0;
        else
            if (done_flag_en)
                done_flag <= 'd1;
            else
                done_flag <= done_flag;
	assign we_local = (load_flag && counter[L_RAM_SIZE+1] && !counter[0]) ? 'd1 : 'd0;
	assign we_global = (load_flag && !counter[L_RAM_SIZE+1] && !counter[0]) ? 'd1 : 'd0;
   always @(posedge aclk)
        if (!aresetn)
                wrdata <= 'd0;
        else
            if (calc_done)
                    wrdata <= dout;
            else
                    wrdata <= wrdata;
    reg valid_pre, valid_reg;
    always @(posedge aclk)
        if (!aresetn)
            valid_pre <= 'd0;
        else
            if (counter_ld || counter_en)
                valid_pre <= 'd1;
            else
                valid_pre <= 'd0;
    always @(posedge aclk)
        if (!aresetn)
            valid_reg <= 'd0;
        else if (calc_flag)
            valid_reg <= valid_pre;
    assign valid = (calc_flag) && valid_reg;
	assign ain = (calc_flag)? gdout : 'd0;
    assign addr = (load_flag)? counter[L_RAM_SIZE:1]:
                  (calc_flag)? counter[L_RAM_SIZE-1:0]: 'd0;
	assign din = (load_flag)? rddata : 'd0;
    assign rdaddr = (state == S_LOAD)? counter[L_RAM_SIZE+1:1] : 'd0;
    assign load_done = (load_flag) && (counter == 'd0);
    assign calc_done = (calc_flag) && (counter == 'd0) && dvalid;
    assign done_done = (done_flag) && (counter == 'd0);
    assign done = (state == S_DONE) && done_done;
        my_pe_v1 #(
            .SIZE(SIZE),
            .L_RAM_SIZE(L_RAM_SIZE)
        ) u_pe (
            .aclk(aclk),
            .aresetn(aresetn && (state != S_DONE)),
            .ain(ain),
            .din(din),
            .addr(addr),
            .we(we_local),
            .valid(valid),
            .dvalid(dvalid),
            .dout(dout)
        );
endmodule
==> /design/flow/run.sh <==
#!/bin/bash
# OpenROAD 26Q1-2900-gdf79404cd8, Yosys 0.63+post, stock flow scripts
make -C /OpenROAD-flow-scripts/flow DESIGN_CONFIG=/design/flow/config.mk WORK_HOME=/design/flow/orfs finish
==> impl_metrics.ini <==
; physical design summary
[critical_path]
timing.critical_path.from_type = flop
crit-reg2reg-capture = u_pe.MA.result[7]
worst_setup_path_end_kind = flop
r2r_start = calc_flag
critical_path_class = flop to flop
critical_path_peak_fanout = 27
rr_worst_depth = 16
setup.reg_to_reg.worst_slack_ns = 3.27
cp.arrival_ns = 4.95
worst_ep_required_time_ns = 8.22

[clock_network]
max-clock-path-buffers = 2
postCtsSetupRepairBufs = 0
cts_root_buffer = clkbuf_16
htree_num_levels = 4
clkSinkCount = 186
cts_resized = 0
clk_latency_ns = 0.42
post_cts_hold_buffer_count = 0
cts_made_buffers = 17
post_cts_clock_slew_at_the_launch_and_capture_registers_of_the_worst_setup_and_hold_paths_ns = 0.07
tritoncts = done

[hold_path]
worstHoldPathType = flop to flop
hp-start = valid_pre
hold_depth = 2
hold_path_end = valid_reg

[grt]
globalRoute.totalOverflow = 0
grt_pass1_vias = 4974
grt_first_pass_wirelength_mm = 27.3
initial_antenna_violation_count = 1
grt_util_all_layers_pct = 13.0
grt_max_degree = 39

[logic_synthesis]
synth_top_area_share_pct = 52.2
count_of_flip_flops_with_a_built_in_enable_after_synthesis = 145
async_flop_share_pct = 0
largest_area_cell = edfxtp_1
yosys_area_um2 = 8350
avgSynthCellArea_um2 = 13.0
cell_area_synth_um2 = 8350
postSynthCellCount = 642
synth_cell_types = 48
yosys_most_used_dff = edfxtp_1
yosys_cells = 642
synth.yosys.seq_area_share_pct = 62.0
netlist_top_cells_area = edfxtp_1, dfxtp_1, fa_1
ys_warn_count = 3
synth_flops = 186

[timing]
final.min_clock_period_ns = 4.63
fin_tns_setup_ns = 0
final_setup_skew_ns = 0.0131
setup_viol_count_final = 0
rsz0062_at_grt = false
fin_crit_sh_pct = 58.6
postLayoutSetupSlackWorst_ns = 3.27
relSlewSlack_pct = 32.1
worst_slew_pin_slew_ns = 1.01
report.final.hold_viol_count = 0
final-max-slew-violation-count = 0
maxClockFrequency_mhz = 216

[place]
gp_congestion = 0.836
numPortBuffers = 23
place.detailed.instances = 1020
place_ws_ns = 3.25
place_hpwl_mm = 10.8

[final_layout]
layout_top_registers = globalmem x64, u_pe.peram x64
fin_cells = 1052
post-route-util_pct = 35.3
layout_area_growth_over_synthesis_pct = 14.5
final_layout_size_suffix_gt1_share_pct = 8.24

[drt]
routed_wl_mm = 16.7
antenna_viol_nets_final = 0
antennaDiodeCount = 0
wl_per_cell_um = 15.9
first_pass_iters = 5
num_vias = 4989
viasPerCell = 4.74
drtIter0Drc = 372
count_of_unresolved_drc_violations_after_routing = 0

[die]
coreArea_um2 = 27100
fp.dieW_um = 169
floorplan.core_util_pct = 30.8
io-pin-count = 24
die_height_um = 169
die_area_um2 = 28500
row_count = 60

[run_status]
status = complete, no violations

[job]
timing.max_cap.violations = 0
stage_log_warnings = 25

[power]
total_power_mw = 2.17
leakage_nw = 3.39
cellPowerDensity_nw_per_um2 = 227
ir_worst_vdd_mv = 0.144
-- layout make-up --
class                      instances  area, um2
inverter                          44        165
timing repair buffer              38        343
clock buffer                      18        429
tap                              372        465
fill                            2605      17500
clock inverter                    14        154
multi-input combinational        380       2820
sequential                       186       5170
-- layer usage --
layer  GRT usage, %  wire length (um)
met5              0                13
met2           19.4              7530
met3           5.71              1500
met1           18.8              7480
met4           1.26               161
-- worst max-delay path by stage --
stage	startpoint	end	slack, ns	cells past startpoint
after CTS	calc_flag	u_pe.MA.result[7]	3.24	16
after global routing	calc_flag	u_pe.MA.result[7]	2.92	16
final	calc_flag	u_pe.MA.result[7]	3.27	16
-- cell usage in the layout (no fill, tap or decap), drive strengths merged, types with 19 or more instances in the layout --
cell type      synthesis  routed
edfxtp               145     145
nor2                  44      44
nand2                 52      52
inv                   43      49
mux2i                 33      33
a21oi                 39      39
a221o                 32      32
xnor2                 20      20
and3                  19      19
o22ai                 31      31
clkdlybuf4s50          0      23
dfxtp                 41      41
-- synth_stat cells, drive strengths merged, types with 2 or more instances --
master	count
edfxtp	145
nand2	52
nor2	44
inv	43
dfxtp	41
a21oi	39
mux2i	33
a221o	32
o22ai	31
xnor2	20
and3	19
buf	18
fa	18
ha	18
and2	16
clkbuf	14
nand3	11
a211oi	6
nor3	6
o21ai	5
nor3b	4
a31oi	3
nor2b	3
nor4	3
xor2	3
a21o	2
nand3b	2
-- metrics by stage --
stage          area [um2]  hold slack [ns]
6_report             9560            0.467
5_1_grt              9560            0.494
4_1_cts              9560            0.476
3_5_place_dp         8970            0.463
3_3_place_gp         8970            0.458
2_1_floorplan        8350            0.440
-- power breakdown --
part	switching, mW	total, mW	internal (mW)
logic	0.128	0.217	0.0891
registers	0.0427	1.14	1.10
clock network	0.391	0.813	0.423
total	0.562	2.17	1.61
-- worst max-delay path, cell delays in order, from the launching register on --
cell,delay [ns]
dfxtp_1,0.79
and2_1,0.31
nand2_1,0.10
fa_1,0.50
inv_1,0.05
fa_1,0.44
ha_1,0.28
inv_1,0.04
fa_1,0.47
inv_1,0.06
fa_1,0.40
a21o_1,0.17
a21oi_1,0.17
xnor2_1,0.17
xnor2_1,0.16
nor4_1,0.08
a311o_1,0.33
-- kinds of logic after synthesis --
| family | share of synthesized area [%] |
|---|---|
| flip-flops | 62.0 |
| adder cells (fa/ha/maj) | 7.01 |
| XOR/XNOR | 2.41 |
| AND-OR/OR-AND | 10.5 |
| multiplexers | 3.96 |
| AND/OR/NAND/NOR | 9.92 |
| buffers and inverters | 4.20 |
Power figures rest on the tool's default switching activity, not on a simulated workload.
